==> flow/design.v <==
module statemachine(reset, full_1, full_2, empty_1, empty_2, reset_1, reset_2, RdEn_1, RdEn_2, WrEn_1, WrEn_2, current_stage, next_stage);
  input logic reset, full_1, full_2, empty_1, empty_2;
  input logic [1:0] current_stage;
  output logic reset_1, reset_2, RdEn_1, RdEn_2, WrEn_1, WrEn_2;
  output logic [1:0] next_stage;
  always@(*) begin
    if(reset == 1'b1) begin
      {reset_1, reset_2, RdEn_1, RdEn_2, WrEn_1, WrEn_2, next_stage} = {2'b11, 2'b00, 2'b00, 2'b00};
    end
    else begin
      casex({current_stage, full_1, full_2, empty_1, empty_2})
        {2'b00, 2'b00, 2'b11} : {reset_1, reset_2, RdEn_1, RdEn_2, WrEn_1, WrEn_2, next_stage} = {2'b00, 2'b00, 2'b10, 2'b00}; 
        {2'b00, 2'b00, 2'b01} : {reset_1, reset_2, RdEn_1, RdEn_2, WrEn_1, WrEn_2, next_stage} = {2'b00, 2'b00, 2'b10, 2'b00}; 
        {2'b00, 2'b10, 2'b01} : {reset_1, reset_2, RdEn_1, RdEn_2, WrEn_1, WrEn_2, next_stage} = {2'b00, 2'b00, 2'b00, 2'b01}; 
        {2'b01, 2'b10, 2'b01} : {reset_1, reset_2, RdEn_1, RdEn_2, WrEn_1, WrEn_2, next_stage} = {2'b00, 2'b10, 2'b01, 2'b01}; 
        {2'b01, 2'b00, 2'b00} : {reset_1, reset_2, RdEn_1, RdEn_2, WrEn_1, WrEn_2, next_stage} = {2'b00, 2'b10, 2'b01, 2'b01}; 
        {2'b01, 2'b00, 2'b10} : {reset_1, reset_2, RdEn_1, RdEn_2, WrEn_1, WrEn_2, next_stage} = {2'b00, 2'b00, 2'b01, 2'b00}; 
        {2'b01, 2'b01, 2'b10} : {reset_1, reset_2, RdEn_1, RdEn_2, WrEn_1, WrEn_2, next_stage} = {2'b00, 2'b00, 2'b00, 2'b10}; 
        {2'b10, 2'b01, 2'b10} : {reset_1, reset_2, RdEn_1, RdEn_2, WrEn_1, WrEn_2, next_stage} = {2'b00, 2'b01, 2'b10, 2'b10};
        {2'b10, 2'b00, 2'b00} : {reset_1, reset_2, RdEn_1, RdEn_2, WrEn_1, WrEn_2, next_stage} = {2'b00, 2'b01, 2'b10, 2'b10}; 
        {2'b10, 2'b00, 2'b01} : {reset_1, reset_2, RdEn_1, RdEn_2, WrEn_1, WrEn_2, next_stage} = {2'b00, 2'b00, 2'b01, 2'b00}; 
        {2'b01, 2'b10, 2'b01} : {reset_1, reset_2, RdEn_1, RdEn_2, WrEn_1, WrEn_2, next_stage} = {2'b00, 2'b00, 2'b00, 2'b01}; 
        default : {reset_1, reset_2, RdEn_1, RdEn_2, WrEn_1, WrEn_2, next_stage} = {2'b11, 2'b00, 2'b00, 2'b11}; 
      endcase
    end
  end
endmodule
==> flow/run.sh <==
#!/bin/bash
# OpenROAD 26Q1-2900-gdf79404cd8, Yosys 0.63+post, stock flow scripts
make -C /OpenROAD-flow-scripts/flow DESIGN_CONFIG=/design/flow/config.mk WORK_HOME=/design/flow/orfs finish
==> flow/config.mk <==
export PLATFORM = sky130hd
export DESIGN_NAME = statemachine
export DESIGN_NICKNAME = statemachine
export VERILOG_FILES = /design/flow/design.v
export SDC_FILE = /design/flow/constraint.sdc
export NUM_CORES = 4
export LEC_CHECK = 1
export CORE_AREA = 10 10 70 70
export DIE_AREA = 0 0 80 80
==> flow/constraint.sdc <==
current_design statemachine

set clk_period 3.0
set clk_io_pct 0.2

create_clock -name clk0 -period $clk_period

set non_clock_inputs [all_inputs -no_clocks]
set_input_delay [expr $clk_period * $clk_io_pct] -clock clk0 $non_clock_inputs
set_output_delay [expr $clk_period * $clk_io_pct] -clock clk0 [all_outputs]
==> results.sh <==
# source this file to load flow results
export IMPL_ant_nets=0
export IMPL_dieArea_um2=6400
export IMPL_status="finished clean"
export IMPL_finalClockPeriodUsage=0.971
export IMPL_p_leak_nw=0.175
export IMPL_vias=371
export IMPL_p_total_mw=0.0521
export IMPL_fin_ws_ns=0.0875
export IMPL_slew_headroom=0.779
export IMPL_antenna_found_initial=0
export IMPL_setup_violations=0
export IMPL_min_period_ns=2.91
export IMPL_gr_total_overflow=0
export IMPL_nClkBuffers=0
export IMPL_final_max_slew_viol_count=0
export IMPL_wl_um=901
export IMPL_diodes=0
export IMPL_dpl_hpwl_um=769
export IMPL_synth_avg_cell_area_um2=6.58
export IMPL_fp_coreArea_um2=3420
export IMPL_powerDensity_nw_per_um2=107
export IMPL_rows=21
export IMPL_portBuffers=15
export IMPL_cp_arrival_ns=2.31
export IMPL_die_h_um=80
export IMPL_postCtsSetupRepairBufs=0
export IMPL_boundaryPins=15
export IMPL_gp_congestion=0.880
export IMPL_tool_warnings=32
export IMPL_syn_area_um2=283
export IMPL_detailedPlace_worstSlack_ns=0.0800
export IMPL_routed_via_density=3.57
export IMPL_required_ns=2.40
export IMPL_drc=0
export IMPL_hold_path_class="in2out"
export IMPL_critPathKind="in2out"
export IMPL_wl_per_cell_um=8.66
export IMPL_critPathLaunchType="input port"
export IMPL_grt_max_degree=9
export IMPL_max_clock_freq_mhz=343
export IMPL_cp_end_kind="output pin"
export IMPL_stdcell_area_um2=488
export IMPL_areaGrowthSynthToFinish_pct=72.6
export IMPL_drt_pre_antenna_iters=4
export IMPL_grt_pass1_vias=310
export IMPL_comb_area_um2=233
export IMPL_synth_seq_share=0
export IMPL_tightest_slew_ns=0.330
export IMPL_die_width_um=80
export IMPL_ys_area_um2=283
export IMPL_dpl_cell_count=104
export IMPL_fp_utilization=0.0828
export IMPL_drive_gt1_frac=0.121
export IMPL_dpl_cell_area_um2=482
export IMPL_hold_viol_final=0
export IMPL_yosysWarnings=1
export IMPL_max_vdd_ir_drop_mv=0.0150
export IMPL_nFillCells=389
export IMPL_syn_inst=43
export IMPL_flops=0
export IMPL_yosys_cells=43
export IMPL_crit_fanout=6
export IMPL_fin_cells=104
export IMPL_hold_ws_ns=2.02
export IMPL_first_iter_violations=9
export IMPL_grtUsageTotal=0.0256
export IMPL_yosysUniqueCellTypes=26
export IMPL_regArea_um2=0
export IMPL_cap_violations=0
export IMPL_grt_pass1_wl_um=1410
## synthesized netlist by cell type (all sizes together)
library cell,number,share of area
o211ai,1,0.027
a31oi,1,0.022
o31ai,1,0.027
nand2,3,0.040
a22o,1,0.031
nor3,2,0.035
a32oi,1,0.031
xnor2,1,0.031
a21o,1,0.027
a311oi,1,0.031
xor2,1,0.031
nor2,5,0.066
a21boi,2,0.053
nand2b,3,0.093
a21oi,1,0.018
nand3,2,0.035
nor2b,4,0.088
buf,5,0.16
a2111oi,1,0.031
or3,1,0.022
o22ai,2,0.044
o21a,1,0.027
inv,2,0.027
## final cells by class
type | instances | area share
well taps | 46 | 0.118
inverters | 2 | 0.0154
multi-input cells | 36 | 0.477
repair buffers | 20 | 0.390
## through the flow
step	setup TNS, ns	util
after CTS	0	0.141
final	0	0.143
after global placement	0	0.141
after floorplan	0	-
after global routing	-0.0231	0.143
after detailed placement	0	0.141
## path summary, 6_finish.rpt
kind | slack (ns) | cells past startpoint | from | to
hold / removal | 2.02 | 4 | current_stage[0] | WrEn_1
setup / recovery | 0.09 | 6 | current_stage[1] | reset_2
## repair_timing
action,4_1_cts,5_1_grt
resized,0,3
hold endpoints to repair,0,0
hold buffers,0,0
setup endpoints to repair,0,2
## cells in the final DEF, fill, tap and decap left out, types with 2 or more instances in the layout
cell type	Yosys	routed
a21boi_1	2	2
buf_4	1	5
clkdlybuf4s50_1	0	14
inv_1	2	2
nand2_1	3	3
nand2b_1	2	2
nand3_1	2	2
nor2_1	5	5
nor2b_1	4	3
nor3_1	2	2
o22ai_1	2	2
## layer usage
metal,vias to the layer above,global-route usage,part of all wire
met3,0,0.00568,0.11
met4,0,0.00176,0
met5,-,0,0
met2,18,0.0441,0.45
met1,166,0.0330,0.44
li1,187,-,-
## power by group
| group | switching, mW | leakage [nW] | total (mW) | internal [mW] |
|---|---|---|---|---|
| clock | 0 | 0 | 0 | 0 |
| combinational | 0.0220 | 0.175 | 0.0521 | 0.0300 |
| sequential | 0 | 0 | 0 | 0 |
| total | 0.0220 | 0.175 | 0.0521 | 0.0300 |
## cell families (layout without fill, tap and decap cells)
group,count (synthesis),after routing,share of synthesized area
buffers and inverters,7,22,0.190
AND-OR/OR-AND,14,14,0.367
XOR/XNOR,2,2,0.0620
AND/OR/NAND/NOR,20,20,0.381
## critical path, stage by stage
cell and delay (ns):
clkdlybuf4s50_1 0.49, nor2b_2 0.21, a21o_1 0.19, a21boi_1 0.12, a32oi_1 0.20, clkdlybuf4s50_1 0.50
Power and IR drop assume default switching activity.
